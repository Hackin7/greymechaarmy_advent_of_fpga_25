==> ./design.v <==
module top(
    input clk_ext, input [4:0] btn, output [7:0] led, 
    inout [7:0] interconnect, 
    inout [7:0] pmod_j1, inout [7:0] pmod_j2,
    output oled_scl,
    output oled_sda,
    output oled_dc,
    output oled_cs,
    output oled_rst,
    inout [4:0] s  
);
    wire clk_int;         
    defparam OSCI1.DIV = "3";  
    OSCG OSCI1 (.OSC(clk_int));
    wire clk = clk_int;
    localparam CLK_FREQ = 103_340_000;  
    reg clk_ext_soldered = 0;
    always @ (posedge clk_ext) begin clk_ext_soldered <= 1; end
    reg [31:0] clk_stepdown_counter = 0;
    reg [31:0] clk_stepdown_count_val = 5;
    reg clk_stepdown;
    always @ (posedge clk) begin
        clk_stepdown_counter <= clk_stepdown_counter + 1;
        if (clk_stepdown_counter >= clk_stepdown_count_val) begin
            clk_stepdown <= ~clk_stepdown;
            clk_stepdown_counter <= 0;
        end
    end
    assign led = 8'b11111111;
    gc9a01_driver #(
        .CLK_FREQ       (CLK_FREQ),    
        .SPI_FREQ       (10_000_000),    
        .SCREEN_WIDTH   (240),           
        .SCREEN_HEIGHT  (240)            
    ) gc9a01_driver_inst (
        .clk            (clk),
        .reset_n        (1'b1),
        .spi_clk        (oled_scl),
        .spi_mosi       (oled_sda),
        .spi_cs_n       (oled_cs),
        .lcd_dc         (oled_dc),
        .lcd_rst_n      (oled_rst),
        .pixel_data     (16'hFFFF),
        .pixel_valid    (1'b1),
        .start_init     (1'b1),
        .start_display  (1'b1),
    );
endmodule
module gc9a01_driver #(
    parameter CLK_FREQ = 50_000_000,     
    parameter SPI_FREQ = 10_000_000,     
    parameter SCREEN_WIDTH = 240,
    parameter SCREEN_HEIGHT = 240
)(
    input wire clk,                      
    input wire reset_n,                  
    output reg spi_clk,                  
    output reg spi_mosi,                 
    output reg spi_cs_n,                 
    output reg lcd_dc,                   
    output reg lcd_rst_n,                
    input wire [15:0] pixel_data,        
    input wire pixel_valid,              
    output reg pixel_ready,              
    input wire start_init,               
    input wire start_display,            
    output reg init_done,                
    output reg display_busy,             
    output reg [15:0] pixel_count        
);
    localparam SPI_DIV = CLK_FREQ / (2 * SPI_FREQ);
    reg [$clog2(SPI_DIV):0] spi_div_counter;
    reg spi_clk_en;
    localparam IDLE = 4'd0,
               RESET_PULSE = 4'd1,
               INIT_CMD = 4'd2,
               INIT_DATA = 4'd3,
               WAIT_INIT = 4'd4,
               READY = 4'd5,
               SET_WINDOW = 4'd6,
               SEND_PIXELS = 4'd7,
               WAIT_COMPLETE = 4'd8;
    reg [3:0] state;
    reg [3:0] next_state;
    reg [7:0] spi_tx_data;
    reg [3:0] spi_bit_count;
    reg spi_tx_active;
    reg spi_tx_start;
    reg [7:0] init_cmd_index;
    reg [7:0] init_data_count;
    reg [7:0] init_delay_count;
    reg [15:0] current_pixel;
    reg pixel_byte_sel;   
    reg [15:0] delay_counter;
    reg [7:0] init_sequence [0:127];
    initial begin
        init_sequence[0] = 8'h01; init_sequence[1] = 8'h00; init_sequence[2] = 8'h78;   
        init_sequence[3] = 8'h11; init_sequence[4] = 8'h00; init_sequence[5] = 8'h78;   
        init_sequence[6] = 8'h21; init_sequence[7] = 8'h00; init_sequence[8] = 8'h00;   
        init_sequence[9] = 8'h3A; init_sequence[10] = 8'h01; init_sequence[11] = 8'h55; init_sequence[12] = 8'h00;
        init_sequence[13] = 8'h36; init_sequence[14] = 8'h01; init_sequence[15] = 8'h00; init_sequence[16] = 8'h00;
        init_sequence[17] = 8'h2A; init_sequence[18] = 8'h04; init_sequence[19] = 8'h00; init_sequence[20] = 8'h00;
        init_sequence[21] = 8'h00; init_sequence[22] = 8'hEF; init_sequence[23] = 8'h00;
        init_sequence[24] = 8'h2B; init_sequence[25] = 8'h04; init_sequence[26] = 8'h00; init_sequence[27] = 8'h00;
        init_sequence[28] = 8'h00; init_sequence[29] = 8'hEF; init_sequence[30] = 8'h00;
        init_sequence[31] = 8'h29; init_sequence[32] = 8'h00; init_sequence[33] = 8'h14;   
        init_sequence[34] = 8'hFF;
    end
    always @(posedge clk or negedge reset_n) begin
        if (!reset_n) begin
            spi_div_counter <= 0;
            spi_clk_en <= 0;
        end else begin
            if (spi_div_counter >= SPI_DIV - 1) begin
                spi_div_counter <= 0;
                spi_clk_en <= 1;
            end else begin
                spi_div_counter <= spi_div_counter + 1;
                spi_clk_en <= 0;
            end
        end
    end
    always @(posedge clk or negedge reset_n) begin
        if (!reset_n) begin
            spi_clk <= 0;
        end else if (spi_clk_en && spi_tx_active && !spi_cs_n) begin
            spi_clk <= ~spi_clk;
        end else if (spi_cs_n) begin
            spi_clk <= 0;
        end
    end
    always @(posedge clk or negedge reset_n) begin
        if (!reset_n) begin
            state <= IDLE;
            lcd_rst_n <= 0;
            spi_cs_n <= 1;
            lcd_dc <= 0;
            init_done <= 0;
            display_busy <= 0;
            pixel_ready <= 0;
            pixel_count <= 0;
            init_cmd_index <= 0;
            delay_counter <= 0;
            spi_tx_start <= 0;
        end else begin
            case (state)
                IDLE: begin
                    spi_cs_n <= 1;
                    pixel_ready <= 0;
                    display_busy <= 0;
                    if (start_init) begin
                        state <= RESET_PULSE;
                        lcd_rst_n <= 0;
                        delay_counter <= 16'd1000;  
                        init_cmd_index <= 0;
                        init_done <= 0;
                    end else if (start_display && init_done) begin
                        state <= SET_WINDOW;
                        display_busy <= 1;
                        pixel_count <= 0;
                    end
                end
                RESET_PULSE: begin
                    if (delay_counter > 0) begin
                        delay_counter <= delay_counter - 1;
                    end else begin
                        lcd_rst_n <= 1;
                        delay_counter <= 16'd5000;  
                        state <= WAIT_INIT;
                    end
                end
                WAIT_INIT: begin
                    if (delay_counter > 0) begin
                        delay_counter <= delay_counter - 1;
                    end else begin
                        state <= INIT_CMD;
                    end
                end
                INIT_CMD: begin
                    if (init_sequence[init_cmd_index] == 8'hFF) begin
                        state <= READY;
                        init_done <= 1;
                    end else begin
                        lcd_dc <= 0;   
                        spi_cs_n <= 0;
                        spi_tx_data <= init_sequence[init_cmd_index];
                        spi_tx_start <= 1;
                        init_data_count <= init_sequence[init_cmd_index + 1];
                        state <= INIT_DATA;
                    end
                end
                INIT_DATA: begin
                    spi_tx_start <= 0;
                    if (!spi_tx_active) begin
                        if (init_data_count > 0) begin
                            lcd_dc <= 1;   
                            init_cmd_index <= init_cmd_index + 1;
                            spi_tx_data <= init_sequence[init_cmd_index + 2];
                            spi_tx_start <= 1;
                            init_data_count <= init_data_count - 1;
                        end else begin
                            spi_cs_n <= 1;
                            init_delay_count <= init_sequence[init_cmd_index + 2];
                            if (init_delay_count > 0) begin
                                delay_counter <= {init_delay_count, 8'h00};  
                            end
                            init_cmd_index <= init_cmd_index + 3;
                            state <= (init_delay_count > 0) ? WAIT_INIT : INIT_CMD;
                        end
                    end
                end
                READY: begin
                    if (start_display) begin
                        state <= SET_WINDOW;
                        display_busy <= 1;
                        pixel_count <= 0;
                    end
                end
                SET_WINDOW: begin
                    lcd_dc <= 0;
                    spi_cs_n <= 0;
                    spi_tx_data <= 8'h2C;   
                    spi_tx_start <= 1;
                    state <= SEND_PIXELS;
                    pixel_byte_sel <= 0;
                    pixel_ready <= 1;
                end
                SEND_PIXELS: begin
                    spi_tx_start <= 0;
                    if (!spi_tx_active) begin
                        if (pixel_valid && pixel_ready) begin
                            lcd_dc <= 1;   
                            current_pixel <= pixel_data;
                            if (!pixel_byte_sel) begin
                                spi_tx_data <= pixel_data[15:8];
                                pixel_byte_sel <= 1;
                                pixel_ready <= 0;
                            end else begin
                                spi_tx_data <= current_pixel[7:0];
                                pixel_byte_sel <= 0;
                                pixel_ready <= 1;
                                pixel_count <= pixel_count + 1;
                                if (pixel_count >= (SCREEN_WIDTH * SCREEN_HEIGHT - 1)) begin
                                    state <= WAIT_COMPLETE;
                                    pixel_ready <= 0;
                                end
                            end
                            spi_tx_start <= 1;
                        end
                    end
                end
                WAIT_COMPLETE: begin
                    spi_tx_start <= 0;
                    if (!spi_tx_active) begin
                        spi_cs_n <= 1;
                        display_busy <= 0;
                        state <= READY;
                    end
                end
                default: state <= IDLE;
            endcase
        end
    end
    always @(posedge clk or negedge reset_n) begin
        if (!reset_n) begin
            spi_tx_active <= 0;
            spi_bit_count <= 0;
            spi_mosi <= 0;
        end else begin
            if (spi_tx_start && !spi_tx_active) begin
                spi_tx_active <= 1;
                spi_bit_count <= 8;
            end else if (spi_tx_active && spi_clk_en && spi_clk) begin
                spi_mosi <= spi_tx_data[spi_bit_count - 1];
                spi_bit_count <= spi_bit_count - 1;
                if (spi_bit_count == 1) begin
                    spi_tx_active <= 0;
                end
            end
        end
    end
endmodule
==> ./run.sh <==
#!/bin/bash
# OpenROAD 26Q1-2900-gdf79404cd8, Yosys 0.63+post, stock flow scripts
make -C /OpenROAD-flow-scripts/flow DESIGN_CONFIG=/design/flow/config.mk WORK_HOME=/design/flow/orfs finish
==> ./config.mk <==
export PLATFORM = sky130hd
export DESIGN_NAME = gc9a01_driver
export DESIGN_NICKNAME = gc9a01_driver
export VERILOG_FILES = /design/flow/design.v
export SDC_FILE = /design/flow/constraint.sdc
export NUM_CORES = 4
export LEC_CHECK = 1
export CORE_UTILIZATION = 50
==> ./constraint.sdc <==
current_design gc9a01_driver

set clk_period 5.9
set clk_io_pct 0.2

create_clock -name clk0 -period $clk_period [get_ports {clk}]

set non_clock_inputs [all_inputs -no_clocks]
set_input_delay [expr $clk_period * $clk_io_pct] -clock clk0 $non_clock_inputs
set_output_delay [expr $clk_period * $clk_io_pct] -clock clk0 [all_outputs]
==> ds_physical_params.txt <==
Implementation parameters

Parameter                              Value

Yosys
  Netlist Area Pre-Place    about 0.0064 mm^2
  Yosys warns    1
  Yosys chip area    0.00639 mm^2
  Main area contributors    dfrtp_1, edfxtp_1, nand2_1
  Synthesized instance count    722
  Register area share after synthesis    40.6%
  Dominant register cell    dfrtp_1
  Number of enable flip-flop cells    33
  Number of distinct standard cells referenced by the synthesized netlist    76
  Cell type contributing the most total cell area after synthesis    dfrtp_1
  Share of the synthesized area in the top cell type    24.3%
  Number of cell instances after yosys synthesis    722
  Flops & latches, synth    97
  Proportion of synthesized flip-flops having asynchronous set or reset    66.0%
  Syn Area/Cell    8.85 um^2

Setup path
  Worst Setup End Kind    flip-flop
  Maximum fanout count along the critical path    18
  Crit-path max cell delay    0.68 ns
  R2r setup slk    2.55 ns
  Arrival time of data at the critical path endpoint    3.32 ns
  Origin of the critical flop-to-flop path    init_cmd_index[0]
  Logic depth of the worst register-to-register path    7
  Critical Path Slowest Stage Cell    a21oi_1
  Kind of start point of the critical path    flip-flop
  Req. time, crit path    5.87 ns
  Critical path start-end classification    flip-flop to flip-flop
  Chain of cells forming the critical path    inv_1 -> ha_1 -> nand2b_1 -> a31o_2 -> nand4_1 -> nand3_1 -> a21oi_1
  Critical R2R Capture    init_data_count[4]

Global route
  Total routing usage reported by global routing    27.1%
  Via count of the first global-routing pass    5248
  Overflow left after global routing    0
  Largest net degree at the start of global routing    ~43
  Wire length of the first global-routing pass    27000 um
  Initial antenna violation count    0

Floorplanning
  Height of the chip    roughly 120 um
  Total Die Area    ~0.013 mm^2
  # rows    around 40
  Width of the die    115 um
  IO Count    45
  Area of the core    0.0122 mm^2
  Floorplan-stage core utilization    a little over half

Drt
  Average wire length per cell after detail routing    17.6 um
  Total wire length after detailed routing    16000 um
  Drt first-iter violations    roughly 370
  Number of vias after detailed routing    between 5000 and 6000
  Vias per cell    6.11
  DRC violations left    0
  Antenna diode count    0
  Number of optimization iterations in the first detailed-route pass    5
  Number of nets with antenna violations after detailed routing    0

Place
  Number of buffers added on ports    44
  Post-DP HPWL    around 12000 um
  Post-placement worst setup slack    2.55 ns
  Gp weighted congestion    0.958

Power
  Total power density per cell area    about 240 mW/mm^2
  Peak ir drop on the vdd network    approximately 0.16 mV
  Overall power of the completed layout    approximately 1.7 mW
  Total leakage power    2.82 nW

Clock network
  Number of buffers on the longest clock path    2
  Number of H-tree levels    3
  Clock latency of the later-clocked register in the worst-skew pair    roughly 0.34 ns
  Number of CTS-inserted buffers    9
  # hold bufs at CTS    0
  Post-CTS Setup Inserts    0
  Clock tree from TritonCTS    yes
  Post-CTS Resized    0
  Clk pin slew, worst setup/hold paths    0.06 ns
  Root cell of the clock tree    clkbuf_16
  Number of sinks driven by the clock tree    between 90 and 100

Timing
  Actual slew at the worst max-slew pin    0.877 ns
  RSZ-0062 raised after global routing    false
  Post-Route Skew    0.00446 ns
  Final tally of max-slew violations    0
  Min Tclk post-route    3.35 ns
  Max-slew headroom at the worst pin    41.1%
  Number of setup violations in the final report    0
  Share of the clock period used by the worst path    56.8%
  Number of hold-slack violations in the final timing report    0
  Max frequency    ~0.3 GHz
  Fin worst setup slack    2.55 ns
  Total Negative Setup Slacks    0 ns

Cells and area
  Share of layout cells above drive strength 1    7.41%
  Area growth from synthesis to final layout    12.2%

Hold path
  Hold Path Sink    display_busy
  Class of the worst hold path    flip-flop to flip-flop
  Hold path startpoint    display_busy
  Cell depth of the worst hold path    2

Run
  Max-cap violation count    0
  Number of warnings in the stage logs    36

Run status
  Outcome    finished clean
## report_power, final
part / internal, mW / switching, mW
registers: 0.748 / 0.0697
logic: 0.151 / 0.137
clock network: 0.370 / 0.238
total: 1.27 / 0.445
## state kept, by name (all words and copies together) (netlist names), 2 cells and up
register,cells
spi_div_counter,2
state,9
pixel_count,16
current_pixel,8
init_delay_count,8
delay_counter,16
spi_tx_data,8
spi_bit_count,4
init_data_count,8
init_cmd_index,6
## area by class of cell
type	instances	area, um^2
clock inverter	2	35.0
fill	1093	5040
timing repair buffer	50	480
inverter	23	86.3
tap	168	210
clock buffer	14	279
multi-input combinational	556	3480
sequential	97	2590
## routing by layer
layer | track usage [%] | vias to the layer above | wire [um]
met2 | 39.0 | 182 | 7050
met5 | 0 | - | 0
met3 | 6.92 | 18 | 1000
met4 | 2.68 | 0 | 165
li1 | - | 2676 | -
met1 | 44.9 | 2687 | 7820
## worst max-delay path by stage
stage,from,slack [ns],to
final,init_cmd_index[0],2.55,init_data_count[4]
after global routing,init_cmd_index[0],2.33,init_data_count[5]
after CTS,init_cmd_index[0],2.57,init_data_count[3]
## cells in the final DEF, fill, tap and decap left out, drive strengths merged, types with 9 or more instances in the layout
cell type      Yosys  routed
nor4              11      11
a21o              11      11
a31oi             12      12
ha                18      18
mux2              12      12
xnor2             20      20
edfxtp            33      33
nand3             21      21
nand4             10      10
nand2             88      88
a22o              10      10
clkdlybuf4s50      0      43
clkbuf            23      14
and3               9       9
o21ai             59      59
nor3              25      25
mux2i             12      12
nor2              73      73
a21oi             50      50
inv               22      22
dfrtp             62      62
nand2b            11      11
## per-stage QoR
stage          util (%)  hold WS, ns  std cells  cell area, um^2
6_report           58.7        0.481        910             7170
5_1_grt            58.7        0.528        910             7170
4_1_cts            58.7        0.486        910             7170
3_5_place_dp       56.1        0.470        894             6860
3_3_place_gp       56.1        0.462        894             6860
2_1_floorplan         -        0.424        722             6390
## critical path, delay by kind of cell (launching register included)
family,cells,cell delay (ns)
DFF,1,0.67
adders and majority gates,1,0.59
buffers and inverters,1,0.23
AOI/OAI and AO/OA,2,0.95
and+or+nand+nor,3,0.53
## cell families after synthesis
group	Yosys count	synth area share, %
buffers and inverters	69	4.84
and+or+nand+nor	274	20.8
adders and majority gates	18	3.53
xor gates and xnor gates	28	3.84
AOI/OAI and AO/OA	209	21.3
muxes	27	5.05
DFF	97	40.6
## Yosys cell counts, types with 9 or more instances
cell / n
nor3_1: 25
nand2b_1: 11
o21ai_0: 45
dfrtp_1: 62
mux2i_1: 12
clkbuf_1: 23
xnor2_1: 20
a21o_1: 9
o21ai_1: 11
a21oi_1: 49
nand2_1: 87
buf_2: 13
nand4_1: 9
a31oi_1: 12
nor2_1: 73
nand3_1: 19
mux2_2: 12
nor4_1: 9
inv_1: 22
edfxtp_1: 33
a22o_1: 10
ha_1: 18
Power figures rest on the tool's default switching activity, not on a simulated workload.
