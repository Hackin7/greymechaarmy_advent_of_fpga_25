--- ./config.mk ---
export PLATFORM = sky130hd
export DESIGN_NAME = coprocessor
export DESIGN_NICKNAME = coprocessor
export VERILOG_FILES = /design/flow/design.v
export SDC_FILE = /design/flow/constraint.sdc
export NUM_CORES = 4
export LEC_CHECK = 1
export CORE_UTILIZATION = 30
--- ./constraint.sdc ---
current_design coprocessor

set clk_period 42.4
set clk_io_pct 0.2

create_clock -name clk0 -period $clk_period [get_ports {clk}]

set non_clock_inputs [all_inputs -no_clocks]
set_input_delay [expr $clk_period * $clk_io_pct] -clock clk0 $non_clock_inputs
set_output_delay [expr $clk_period * $clk_io_pct] -clock clk0 [all_outputs]
--- ./design.v ---
module coprocessor #(
    parameter WIDTH_DIN  = 18*8,
    parameter WIDTH_DOUT = 18*8
)(
    input clk, 
    input rst, 
    input [WIDTH_DIN-1:0] din,
    input din_valid,
    output [WIDTH_DOUT-1:0] dout,
    output dout_valid, 
    inout [5:0] control
);  
    reg send = 0;
    always @ (posedge clk) begin
        send <= din_valid;
    end
    reg [WIDTH_DIN-1:0] prev_din_2;
    reg [WIDTH_DIN-1:0] prev_din;
    always @ (posedge clk) begin
        if (din_valid) begin
            prev_din_2[WIDTH_DIN-1:0] <= prev_din[WIDTH_DIN-1:0];
            prev_din  [WIDTH_DIN-1:0] <= din[WIDTH_DIN-1:0];
        end
    end
    wire [WIDTH_DIN-1:0] out = (
        control[0] ? din :
        control[1] ? prev_din_2 :
                     (prev_din + din)
    );
    assign dout = out;  
    assign dout_valid = send;
endmodule
--- ./run.sh ---
#!/bin/bash
# OpenROAD 26Q1-2900-gdf79404cd8, Yosys 0.63+post, stock flow scripts
make -C /OpenROAD-flow-scripts/flow DESIGN_CONFIG=/design/flow/config.mk WORK_HOME=/design/flow/orfs finish
==> flow_summary.json <==
{
  "hpwl_mm": 53.6,
  "grt_max_degree": 229,
  "fp.dieH_um": 268,
  "synth.avg_cell_area_um2": 9.37,
  "untimed_endpoints": 6,
  "cts_root_buffer": "clkbuf_16",
  "synth-edff-count": 288,
  "ys_seq_share_pct": 41.0,
  "async_reset_ff_share_pct": 0,
  "synth_cells": 2256,
  "firstError": "[ERROR RSZ-0074] Failed to build tree from global routes for pin 'control[1]' and net 'control[1]' at grid (134550, 3450): found route to 229 pins, expected 228",
  "yosys_cells": 2256,
  "cts.repair.resized": 0,
  "fp_util_pct": 30.6,
  "ys_types": 77,
  "io_pins": 298,
  "ctsHoldBuffers": 0,
  "htreeDepth": 2,
  "dp_cells": 3342,
  "ys_chip_area_mm2": 0.0211,
  "status": "aborted with a tool error",
  "cts_buffer_depth": 3,
  "place_ws_ns": 19.99,
  "synth_area_mm2": 0.0211,
  "numSynthFlops": 289,
  "ys.flop_type": "edfxtp_1",
  "numCtsBuffers": 35,
  "rows": 96,
  "place_area_mm2": 0.0247,
  "place.gp.congestion": 0.934,
  "lastStage": "global routing (5_1_grt)",
  "cts_setup_buffers": 0,
  "io_buffers": 290,
  "cts_num_sinks": 289,
  "yosys_warnings": 1,
  "fp.dieW_um": 268
}
synth_stat cells (22+ instances only):
master	n	area (um2)
mux2_2	28	315
nor3_1	29	145
buf_2	25	125
clkbuf_1	110	413
inv_1	48	180
o21ai_0	169	846
xor2_1	60	526
nand2_1	255	957
a21o_1	86	646
nand4_1	86	538
xnor2_1	77	674
ha_1	143	1790
edfxtp_1	288	8650
o21a_1	90	676
o211ai_1	67	503
a22oi_1	22	165
a21oi_1	258	1290
o21bai_1	39	293
nor2_1	112	420
logic make-up after synthesis:
group | count (synthesis) | share of synthesized area (%)
adders and majority gates | 144 | 8.56
muxes | 32 | 1.69
AOI/OAI and AO/OA | 874 | 26.5
and+or+nand+nor | 585 | 12.9
xor gates and xnor gates | 137 | 5.67
DFF | 289 | 41.0
buffers and inverters | 195 | 3.71
