--- flow/run.sh ---
#!/bin/bash
# OpenROAD 26Q1-2900-gdf79404cd8, Yosys 0.63+post, stock flow scripts
make -C /OpenROAD-flow-scripts/flow DESIGN_CONFIG=/design/flow/config.mk WORK_HOME=/design/flow/orfs finish
--- flow/config.mk ---
export PLATFORM = sky130hd
export DESIGN_NAME = uart_top
export DESIGN_NICKNAME = uart_top
export VERILOG_FILES = /design/flow/design.v
export SDC_FILE = /design/flow/constraint.sdc
export NUM_CORES = 4
export LEC_CHECK = 1
export CORE_UTILIZATION = 50
--- flow/constraint.sdc ---
current_design uart_top

set clk_period 6.6
set clk_io_pct 0.2

create_clock -name clk0 -period $clk_period [get_ports {clk_100MHz}]

set non_clock_inputs [all_inputs -no_clocks]
set_input_delay [expr $clk_period * $clk_io_pct] -clock clk0 $non_clock_inputs
set_output_delay [expr $clk_period * $clk_io_pct] -clock clk0 [all_outputs]
--- flow/design.v ---
`timescale 1ns / 1ps
module baud_rate_generator
    #(               
        parameter   N = 10,      
                    M = 651      
    )
    (
        input clk_100MHz,        
        input reset,             
        output tick              
    );
    reg [N-1:0] counter = 0;         
    wire [N-1:0] next;           
    always @(posedge clk_100MHz, posedge reset)
        if(reset)
            counter <= 0;
        else
            counter <= next;
    assign next = (counter >= (M-1)) ? 0 : counter + 1;
    assign tick = (counter >= (M-1)) ? 1'b1 : 1'b0;
endmodule
`timescale 1ns /1ps
 module fifo_shift
	#(
	   parameter	DATA_SIZE  = 8,	        
				    ADDR_SPACE = 4	            
	)
	(
	   input clk,                               
	   input reset,                             
       input write_to_fifo,                     
	   input [DATA_SIZE-1:0] write_data_in,     
       input write_batch_to_fifo,               
       input [(DATA_SIZE * ADDR_SPACE)-1:0] write_batch_data_in,        
       input shift,
	   output [DATA_SIZE-1:0] read_data_out,    
       output [DATA_SIZE-1:0] read_data_out_last,    
	   output [(DATA_SIZE * ADDR_SPACE)-1:0] read_all_data_out,
	   output reg tick
);
	reg [(DATA_SIZE * ADDR_SPACE)-1:0] memory;		 
	reg fifo_full, fifo_empty, full_buff, empty_buff;
    wire [(DATA_SIZE * ADDR_SPACE)-1:0]shifted_memory = memory << DATA_SIZE;  
    reg past_shift = 0;
	always @(posedge clk) begin
	    tick <= 1'b0;
        if(write_batch_to_fifo) begin
            memory <= write_batch_data_in;
			tick = 1'b1;
		end
		if(write_to_fifo || (shift != past_shift && shift == 1)) begin  
		    memory <= shifted_memory | write_data_in ;   
			tick <= 1'b1;
		end 
        past_shift <= shift;
    end
	assign read_data_out = memory[DATA_SIZE-1:0];
	assign read_data_out_last = memory[(DATA_SIZE * ADDR_SPACE)-1:(DATA_SIZE * (ADDR_SPACE-1))];
	assign read_all_data_out = memory;
endmodule
`timescale 1ns / 1ps
module uart_receiver
    #(
        parameter   DBITS = 8,           
                    SB_TICK = 16         
    )
    (
        input clk_100MHz,                
        input reset,                     
        input rx,                        
        input sample_tick,               
        output reg data_ready,           
        output [DBITS-1:0] data_out      
    );
    localparam [1:0] idle  = 2'b00,
                     start = 2'b01,
                     data  = 2'b10,
                     stop  = 2'b11;
    reg [1:0] state, next_state;         
    reg [3:0] tick_reg, tick_next;       
    reg [2:0] nbits_reg, nbits_next;     
    reg [7:0] data_reg, data_next;       
    always @(posedge clk_100MHz, posedge reset)
        if(reset) begin
            state <= idle;
            tick_reg <= 0;
            nbits_reg <= 0;
            data_reg <= 0;
        end
        else begin
            state <= next_state;
            tick_reg <= tick_next;
            nbits_reg <= nbits_next;
            data_reg <= data_next;
        end        
    always @* begin
        next_state = state;
        data_ready = 1'b0;
        tick_next = tick_reg;
        nbits_next = nbits_reg;
        data_next = data_reg;
        case(state)
            idle:
                if(~rx) begin                
                    next_state = start;
                    tick_next = 0;
                end
            start:
                if(sample_tick)
                    if(tick_reg == 7) begin
                        next_state = data;
                        tick_next = 0;
                        nbits_next = 0;
                    end
                    else
                        tick_next = tick_reg + 1;
            data:
                if(sample_tick)
                    if(tick_reg == 15) begin
                        tick_next = 0;
                        data_next = {rx, data_reg[7:1]};
                        if(nbits_reg == (DBITS-1))
                            next_state = stop;
                        else
                            nbits_next = nbits_reg + 1;
                    end
                    else
                        tick_next = tick_reg + 1;
            stop:
                if(sample_tick)
                    if(tick_reg == (SB_TICK-1)) begin
                        next_state = idle;
                        data_ready = 1'b1;
                    end
                    else
                        tick_next = tick_reg + 1;
        endcase                    
    end
    assign data_out = data_reg;
endmodule
`timescale 1ns / 1ps
module uart_top
    #(
        parameter   
            DBITS = 8,           
            SB_TICK = 16,        
            BR_LIMIT = 14,      
            BR_BITS = 4,        
            FIFO_IN_SIZE = 4,        
            FIFO_OUT_SIZE = 4, 
            FIFO_OUT_SIZE_EXP = 32
    )
    (
        input clk_100MHz,                
        input reset,                     
        input [DBITS-1:0] write_data,    
        input rx,                
        output tx,               
        output rx_char_received, 
        output rx_full,                  
        output rx_empty,                 
        output [DBITS*FIFO_IN_SIZE - 1:0] rx_out,
        output [DBITS*FIFO_OUT_SIZE - 1:0] tx_fifo_out,
        input tx_trigger,
        input [DBITS*FIFO_OUT_SIZE -1 :0] tx_in  
    );
    wire tick;                           
    baud_rate_generator 
        #(
            .M(BR_LIMIT), 
            .N(BR_BITS)
         ) 
        BAUD_RATE_GEN   
        (
            .clk_100MHz(clk_100MHz), 
            .reset(reset),
            .tick(tick)
         );
    wire rx_done_tick;                   
    wire [DBITS-1:0] rx_data_out;        
    uart_receiver
        #(
            .DBITS(DBITS),
            .SB_TICK(SB_TICK)
         )
         UART_RX_UNIT
         (
            .clk_100MHz(clk_100MHz),
            .reset(reset),
            .rx(rx),
            .sample_tick(tick),
            .data_ready(rx_done_tick),
            .data_out(rx_data_out)
         );
    assign rx_char_received = rx_done_tick;
    reg  [(DBITS * FIFO_IN_SIZE)-1:0] memory;
    wire [(DBITS * FIFO_IN_SIZE)-1:0] shifted_memory = memory << DBITS; 
    always @ (posedge clk_100MHz) begin
        if (rx_done_tick) begin
            memory <= shifted_memory | rx_data_out;
        end
    end
    assign rx_out = memory;
    wire tx_empty;                       
    wire tx_fifo_not_empty;              
    fifo_shift
        #(
            .DATA_SIZE(DBITS),
            .ADDR_SPACE(FIFO_OUT_SIZE)
         )
         FIFO_TX_UNIT
         (
             .clk(clk_100MHz),
             .write_to_fifo(0),
             .write_data_in(0),
             .write_batch_to_fifo(tx_trigger),
             .write_batch_data_in(tx_in),
             .shift(tx_done_tick),
             .read_data_out_last(tx_fifo_out),
             .tick(read_tick)  
           );
    reg [FIFO_OUT_SIZE_EXP-1:0] count = 0;
    wire tx_done_tick;                   
    reg tx_done_tick_latch = 0;
    wire tx_send = count != 0 & ~tx_trigger;
    uart_transmitter
        #(
            .DBITS(DBITS),
            .SB_TICK(SB_TICK)
         )
         UART_TX_UNIT
         (
            .clk_100MHz(clk_100MHz),
            .reset(reset),
            .tx(tx),
            .sample_tick(tick),
            .tx_start(tx_send),
            .data_in(tx_fifo_out),
            .tx_done(tx_done_tick)
         );
    always @(posedge clk_100MHz) begin
        if (tx_trigger) begin
            count <= FIFO_OUT_SIZE;  
        end else if (tx_done_tick != tx_done_tick_latch && tx_done_tick && count != 0) begin
            count <= count - 1;
        end
        tx_done_tick_latch <= tx_done_tick;
    end
endmodule
`timescale 1ns / 1ps
module uart_transmitter
    #(
        parameter   DBITS = 8,           
                    SB_TICK = 16         
    )
    (
        input clk_100MHz,                
        input reset,                     
        input tx_start,                  
        input sample_tick,               
        input [DBITS-1:0] data_in,       
        output reg tx_done,              
        output tx,                        
        output [1:0] state_out
    );
    localparam [1:0]    idle  = 2'b00,
                        start = 2'b01,
                        data  = 2'b10,
                        stop  = 2'b11;
    reg [1:0] state, next_state;             
    reg [3:0] tick_reg, tick_next;           
    reg [2:0] nbits_reg, nbits_next;         
    reg [DBITS-1:0] data_reg, data_next;     
    reg tx_reg, tx_next;                     
    always @(posedge clk_100MHz, posedge reset)
        if(reset) begin
            state <= idle;
            tick_reg <= 0;
            nbits_reg <= 0;
            data_reg <= 0;
            tx_reg <= 1'b0;
        end
        else begin
            state <= next_state;
            tick_reg <= tick_next;
            nbits_reg <= nbits_next;
            data_reg <= data_next;
            tx_reg <= tx_next;
        end
    always @* begin
        next_state = state;
        tx_done = 1'b0;
        tick_next = tick_reg;
        nbits_next = nbits_reg;
        data_next = data_reg;
        tx_next = tx_reg;
        case(state)
            idle: begin                      
                tx_next = 1'b1;              
                if(tx_start) begin           
                    next_state = start;
                    tick_next = 0;
                    data_next = data_in;
                end
            end
            start: begin
                tx_next = 1'b0;              
                if(sample_tick)
                    if(tick_reg == 15) begin
                        next_state = data;
                        tick_next = 0;
                        nbits_next = 0;
                    end
                    else
                        tick_next = tick_reg + 1;
            end
            data: begin
                tx_next = data_reg[0];
                if(sample_tick)
                    if(tick_reg == 15) begin
                        tick_next = 0;
                        data_next = data_reg >> 1;
                        if(nbits_reg == (DBITS-1))
                            next_state = stop;
                        else
                            nbits_next = nbits_reg + 1;
                    end
                    else
                        tick_next = tick_reg + 1;
            end
            stop: begin
                tx_next = 1'b1;          
                if(sample_tick)
                    if(tick_reg == (SB_TICK-1)) begin
                        next_state = idle;
                        tx_done = 1'b1;
                    end
                    else
                        tick_next = tick_reg + 1;
            end
        endcase    
    end
    assign tx = tx_next;  
    assign state_out = state;
endmodule
==> reports/summary.log <==
[cells_and_area] dominant logic cell types in the final layout nand2_1, clkdlybuf4s50_1, edfxtp_1
[cells_and_area] fin area 7650 um2
[yosys] Registers, synthesis 139
[critical_path] cell mode on critical path and3_1
[clocking] Reg clk slew, reported paths 0.06 ns
[yosys] sequential share of the synthesized area 56.3%
[power] LEAKAGE 2.94 nW
[floorplanning] Core Area 12,200 um2
[power] internal power consumption 0.00159 W
[detailed_routing] antenna cells 0
[sta] final cycle utilization of the critical path 65.5%
[sta] Final WS setup 2.28 ns
[power] switching power summed over all nets 0.000377 W
[sta] minimum clock period after layout 4.32 ns
[floorplanning] Total Die Area 13,100 um2
[outcome] result of the run finished clean
[floorplanning] Die Ht 114 um
[yosys] number of warnings issued by yosys 12
[cells_and_area] most common library cell in the layout ignoring fill and taps nand2_1
[clocking] number of sinks on the clock net 139
[detailed_routing] Detailed Routing Iterations Pass 1 5
[sta] relative slew slack 50.8%
[clocking] largest buffer count on any clock path 2
[cells_and_area] share of cells above drive strength 1 10.6%
[clocking] CTS H-tree depth 4
[job] max-capacitance violation count 0
[yosys] EDFF count, synth 56
[floorplanning] Pre-Place Util 51.9%
[global_route] global-route wire length before repair 18.2 mm
[detailed_routing] vias post-DR 4,193
[detailed_routing] number of routed nets with antenna violations 0
[power] Clock Power Share 48.1%
[place] final weighted congestion in routability-driven placement 0.774
[critical_path] CP max stage cell clkdlybuf4s50_1
[cells_and_area] area delta synth->final 21.2%
[floorplanning] placement row count 40
[yosys] Unique masters post-synth 64
[clocking] Inserted Clock Buffers 17
[global_route] vias in the first global route 4,009
[yosys] share of flip-flops with an asynchronous set or reset 30.2%
[place] total cell area at the placement stage 7060 um2
[critical_path] critical path start-end classification flop to primary output
[sta] highest attainable clock frequency 231 MHz
[place] setup slack at placement 2.72 ns
[clocking] clock latency at the later pin of the worst-skew pair 0.41 ns
[global_route] overall routing resource usage 18.3%
[sta] setup repair after global routing missed its margin false
[sta] max-slew violation count 0
[power] Peak supply drop 0.162 mV
[place] final HPWL from detailed placement 6.77 mm
[clocking] Root Buffer Master clkbuf_16
[power] sequential group share of total power 47.5%
[critical_path] largest stage delay on the critical path 0.54 ns
[place] Port-buffer cells 77
[sta] transition time at the pin with the least slew margin 0.738 ns
[power] logic gate share of total power 4.4%
[sta] endpoints failing hold 0
[critical_path] endpoint arrival time on the critical path 3.00 ns
[critical_path] nature of the critical path startpoint flop
[detailed_routing] initial DRC count 290
[clocking] quantity of gates resized following cts 0
[critical_path] critical path cell sequence inv_1 -> ha_1 -> nor2b_1 -> nor2_2 -> and3_1 -> and3_1 -> buf_4 -> clkdlybuf4s50_1
[yosys] Yosys Chip Area 6320 um2
[yosys] synthesized instance count 588
[critical_path] top cell family by delay on the critical path simple AND/OR/NAND/NOR gates
[critical_path] nature of the critical path endpoint primary output
[sta] number of setup violations in the final report 0
[critical_path] highest net fanout along the worst path 34
[yosys] number of cells in the yosys synthesis report 588
[sta] Setup TNS Final 0 ns
[detailed_routing] post-route DRC violation count 0
[global_route] pin count of the biggest net entering global routing 72
[hold_path] type of the worst min-delay path flop to flop
[critical_path] required time of the critical path 5.28 ns
[clocking] post-CTS setup buffer count 0
[global_route] number of antenna violations at the first check in global routing 0
[floorplanning] I/O pin count 112
[cells_and_area] largest registers ranked by flip-flop count FIFO_TX_UNIT.memory: 32 flops, count: 32 flops, memory: 32 flops
[global_route] aggregate global routing overflow 0
[power] share of total power consumed by net switching 19.2%
[sta] Setup Skew 0.00527 ns
[yosys] mean instance size in the synthesized netlist 10.7 um2
[detailed_routing] total wire length after detailed routing 10.3 mm
[job] number of warnings the tools reported 36
[detailed_routing] post-detailed-route wirelength per cell 12.4 um
[clocking] Post-CTS Hold Fix Bufs 0
[power] power density normalized to cell area 257 nW/um2
[yosys] cell area after synthesis 6320 um2
[clocking] clock tree from TritonCTS done
[critical_path] buffers plus inverters on the worst setup path 3
[detailed_routing] via density per instance 5.02
[floorplanning] horizontal die dimension 114 um
[cells_and_area] count of fill cells added during filler insertion 947
[yosys] predominant post-synthesis flop cell edfxtp_1
[cell usage after synthesis, drive strengths merged, types with 8 or more instances]
cell | count | area share [%]
edfxtp | 56 | 27
nor3 | 14 | 1.4
nand3 | 8 | 0.63
a21oi | 13 | 1.0
ha | 10 | 2.0
nor4 | 11 | 1.4
mux2 | 15 | 2.8
or3 | 13 | 1.3
buf | 40 | 4.7
dfrtp | 40 | 16
clkbuf | 19 | 1.1
nor2 | 56 | 3.4
o21ai | 41 | 3.2
inv | 15 | 0.89
nor2b | 8 | 0.79
dfxtp | 41 | 13
mux2i | 15 | 2.4
nand2 | 80 | 4.8
xnor2 | 17 | 2.4
[power groups by stage]
stage	combinational (W)	clock (W)	sequential [W]
4_1_cts	0.0000880	0.000971	0.000933
5_1_grt	0.0000977	0.00101	0.000936
6_report	0.0000863	0.000946	0.000933
[per-layer routing]
metal	vias up	GRT usage, %	part of all wire (%)
li1	2155	-	-
met1	1923	28.5	47
met2	109	28.2	46
met3	6	5.12	5.5
met4	0	2.08	1.0
met5	-	0	0
[worst reg2reg max path, cell delays in order (launching register included)]
cell	delay (ns)
dfrtp_1	0.41
inv_1	0.08
ha_1	0.19
nor2b_1	0.21
nor4_4	0.31
buf_4	0.47
and4b_4	0.37
nand3b_4	0.17
nor4_1	0.34
mux2_4	0.33
[path summary, 6_finish.rpt]
kind / slack (ns) / start / end / cells past startpoint
hold / removal: 0.44 / memory[11]$_DFFE_PP_ / memory[19]$_DFFE_PP_ / 0
min in group asynchronous: 1.35 / reset / UART_RX_UNIT.data_reg[5]$_DFFE_PP0P_ / 3
setup reg to reg: 3.62 / BAUD_RATE_GEN.counter[0]$_DFF_PP0_ / count[25]$_SDFFE_PP0P_ / 9
hold reg to reg: 0.44 / memory[11]$_DFFE_PP_ / memory[19]$_DFFE_PP_ / 0
max in group asynchronous: 4.88 / reset / UART_RX_UNIT.state[0]$_DFF_PP1_ / 3
setup / recovery: 2.28 / BAUD_RATE_GEN.counter[0]$_DFF_PP0_ / rx_char_received / 8
[area by class of cell]
class / count / area [um2] / area share (%)
inverters: 15 / 56.3 / 0.736
well taps: 168 / 210 / 2.75
multi-input cells: 400 / 2430 / 31.8
clock inverters: 9 / 119 / 1.55
repair buffers: 82 / 803 / 10.5
flip-flops and latches: 139 / 3560 / 46.5
clock buffers: 23 / 478 / 6.24
[cell families (layout without fill, tap and decap cells)]
group / Yosys count / in the layout / synth area share [%]
xor+xnor: 19 / 19 / 2.63
mux: 30 / 30 / 5.17
compound gates: 92 / 92 / 9.39
buf+inv: 74 / 129 / 6.68
fa+ha+maj: 10 / 10 / 1.98
flops: 139 / 139 / 56.3
other cells: 1 / 26 / 0.0594
simple gates: 223 / 223 / 17.8
[metrics by stage]
| step | instances | power, W | util (%) | hold WS, ns |
|---|---|---|---|---|
| 2_1_floorplan | 613 | 0.00101 | - | 0.400 |
| 3_5_place_dp | 804 | 0.00104 | 58.0 | 0.431 |
| 6_report | 836 | 0.00197 | 62.9 | 0.443 |
| 3_3_place_gp | 804 | 0.00104 | 58.0 | 0.425 |
| 5_1_grt | 836 | 0.00205 | 62.9 | 0.457 |
| 4_1_cts | 836 | 0.00199 | 62.9 | 0.444 |
Power and IR drop assume default switching activity.
